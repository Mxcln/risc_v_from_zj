<file path="flow/config.mk">
export PLATFORM = sky130hd
export DESIGN_NAME = counter
export DESIGN_NICKNAME = counter
export VERILOG_FILES = /design/flow/design.v
export SDC_FILE = /design/flow/constraint.sdc
export NUM_CORES = 4
export LEC_CHECK = 1
export CORE_AREA = 10 10 80 80
export DIE_AREA = 0 0 90 90
</file>
<file path="flow/constraint.sdc">
current_design counter

set clk_period 2.5
set clk_io_pct 0.2

create_clock -name clk0 -period $clk_period [get_ports {clk}]

set non_clock_inputs [all_inputs -no_clocks]
set_input_delay [expr $clk_period * $clk_io_pct] -clock clk0 $non_clock_inputs
set_output_delay [expr $clk_period * $clk_io_pct] -clock clk0 [all_outputs]
</file>
<file path="flow/design.v">
`timescale 1ns / 1ps
module counter(pc_addr,ir_addr,load,clk,rst);
output [12:0] pc_addr;
input [12:0] ir_addr;
input load,clk,rst;
reg [12:0] pc_addr;
always @(posedge clk or posedge rst)
    begin
        if(rst)
            pc_addr<=13'b0000_0000_0000;
        else
            if(load) 
                pc_addr<=ir_addr;
            else
                pc_addr<=pc_addr+1;
    end
endmodule
</file>
<file path="flow/run.sh">
#!/bin/bash
# OpenROAD 26Q1-2900-gdf79404cd8, Yosys 0.63+post, stock flow scripts
make -C /OpenROAD-flow-scripts/flow DESIGN_CONFIG=/design/flow/config.mk WORK_HOME=/design/flow/orfs finish
</file>
==> results_dict.tcl <==
# collected from the flow reports
set metrics [dict create \
    status "finished, final reports clean" \
    first_iter_violations 21 \
    grt.total_usage_pct 4.471 \
    worstMarginPinSlew_ps 488.8 \
    r2r-start "pc_addr[0]" \
    crit_required_ps 2000 \
    grt.overflow.total 0 \
    drcViolationCount 0 \
    postCtsSetupBuffers 0 \
    top_regs "pc_addr: 13 flops" \
    num_rows 25 \
    critPathMaxStageDelay_ps 530 \
    rr_worst_depth 5 \
    path_cells "clkdlybuf4s50_1" \
    clkPwrFrac_pct 31.8 \
    drive_gt1_share_pct 9.901 \
    die_area_um2 8100 \
    synthCells 70 \
    cp-end-kind "primary output" \
    routed_wl_um 1830 \
    first_pass_iters 2 \
    hp-class "reg -> reg" \
    dieHeight_um 90 \
    grt_start_max_net_pins 15 \
    cp.depth 1 \
    via_per_inst 3.381 \
    htree_num_levels 1 \
    gp_congestion 0.7794 \
    worst_r2r_endpoint "pc_addr[12]" \
    drtAntennaViolNets 0 \
    setup_tns_ps 0 \
    fmax_mhz 583.4 \
    period_used_pct 68.56 \
    crit_end "pc_addr[5]" \
    reg2reg_slack_ps 1050 \
    hold_ws_ps 540.2 \
    gr-usage-met1_pct 5.952 \
    rsz0062_at_grt "no" \
    layout_min_cycle_time_ps 1714 \
    drv_slew 0 \
    ys_seq_share_pct 47.79 \
    tool_warnings 25 \
    antenna_found_initial 0 \
    cp_max_fo 7 \
    first_global_vias 622 \
    worst-setup-path-type "reg -> out" \
    cp-start-kind "flop" \
    ir_drop_uv 270.1 \
    n_antenna_cell 0 \
    core_um2 4723 \
    yosysWarningCount 1 \
    critical-path-top-delay-family "buffers and inverters" \
    startpoint "pc_addr[5]" \
    largest_register_ffs 13 \
    crit_buf_inv 1 \
    cts_max_path_buffers 2 \
    cts-root-buf "clkbuf_8" \
    hold_viol_final 0 \
    grt_pass1_wl_um 3008 \
    met2_usage_pct 6.295 \
    ys.flops 13 \
    cts_resized 0 \
    syn_to_final_growth_pct 59.56 \
    yosysCellCount 70 \
    cts_tree "yes" \
    synth_area_um2 680.7 \
    switching_share_pct 24.66 \
    finClkSkew_ps 2.049 \
    hpwl_um 1516 \
    avgSynthCellArea_um2 9.724 \
    largest-register "pc_addr" \
    route.vias.total 568 \
    powerDensity_nw_per_um2 529.2 \
    die_w_um 90 \
    ys_types 22 \
    path_clk_slew_ps 50 \
    power_frac_comb_pct 21.9 \
    clock-sinks 13 \
    drv_cap 0 \
    p_sw_uw 141.7 \
    grt-busiest-layer "met2" \
    io_buffers 28 \
    cts_buffers 3 \
    pin_count 29 \
    hold_buffers 0 \
    relSlewSlack_pct 67.38 \
    setup_viol 0 \
    intPower_uw 433.0 \
    grt_use_met3_pct 2.766 \
    p_seq_share_pct 46.4 \
    clkLatencyLatePin_ps 240 \
    floorplan.core_util_pct 14.41 \
    critPathSlowestCell "clkdlybuf4s50_1" \
    min_from "pc_addr[0]" \
    wl_per_cell_um 10.89 \
    ys_chip_area_um2 680.7 \
    cp.arrival_ps 1210 \
    leakagePower_uw 0.0004033 \
]
==> power groups by stage <==
stage	logic (µW)	registers (µW)	clock network (µW)
after CTS	130	267	189
after global routing	142	273	195
final	126	267	182
==> cell usage in the layout (no fill, tap or decap), types with 2 or more instances in the layout <==
master           count
clkdlybuf4s50_1     28
nand2_1             16
dfrtp_1             13
o21ai_0             10
xor2_1               6
xnor2_1              5
clkbuf_8             3
nand3_1              2
nor3_1               2
nand4_1              2
==> cell families (layout without fill, tap and decap cells) <==
logic type	after synthesis	in the layout	share of synthesized area, %
xor gates and xnor gates	11	11	14.15
AOI/OAI and AO/OA	12	12	9.375
adders and majority gates	1	1	1.838
muxes	1	1	1.654
and+or+nand+nor	29	29	22.98
DFF	13	13	47.79
buffers and inverters	3	34	2.205
==> cells in the mapped netlist <==
master	instances	area share, %
nor4_2	1	1.8
and4_1	1	1.3
clkbuf_1	1	0.55
nand2_1	16	8.8
nand3_1	2	1.5
buf_4	1	1.1
o21ai_2	1	1.3
nor2_1	1	0.55
inv_1	1	0.55
nand4_2	1	1.8
dfrtp_1	13	48
ha_1	1	1.8
nor3_1	2	1.5
nand3_2	1	1.5
mux2_2	1	1.7
and2_1	1	0.92
and4_2	1	1.5
nand4_1	2	1.8
o21ai_1	1	0.73
o21ai_0	10	7.4
xor2_1	6	7.7
xnor2_1	5	6.4
==> through the flow <==
stage	worst slack (ps)	std cells	area (µm²)	power, µW	utilization (%)
after floorplan	1233	70	680.7	310.3	-
after global placement	827.1	164	1041	399.0	22.04
after detailed placement	785.7	164	1041	399.2	22.04
after CTS	768.9	168	1086	585.7	22.99
after global routing	725.8	168	1086	610.4	22.99
final	785.9	168	1086	574.7	22.99
==> cell type report <==
type / count / area, µm²
multi-input cells: 54 / 340.3
repair buffers: 29 / 287.8
well taps: 67 / 83.83
flip-flops and latches: 13 / 325.3
clock buffers: 4 / 45.04
inverters: 1 / 3.754
fillers: 517 / 3637
==> worst reg2reg max path, delay by kind of cell, from the launching register on <==
kind | cells | cell delay, ps
AND/OR/NAND/NOR | 2 | 460
flip-flops | 1 | 390
adder cells (fa/ha/maj) | 1 | 230
XOR/XNOR | 1 | 160
AND-OR/OR-AND | 1 | 130
==> routing by layer <==
metal / vias up / wire [µm]
li1: 302 / -
met5: - / 0
met2: 22 / 706
met3: 2 / 207
met4: 0 / 5
met1: 242 / 910
==> worst min path at each step <==
stage	to	slack (ps)	cells after the start
after CTS	pc_addr[0]	550	1
after global routing	pc_addr[0]	620	1
final	pc_addr[0]	540	1
Power and IR drop assume default switching activity.
