==> flow/config.mk <==
export PLATFORM = sky130hd
export DESIGN_NAME = alu
export DESIGN_NICKNAME = alu
export VERILOG_FILES = /design/flow/design.v
export SDC_FILE = /design/flow/constraint.sdc
export NUM_CORES = 4
export LEC_CHECK = 1
export CORE_AREA = 10 10 91 91
export DIE_AREA = 0 0 101 101
==> flow/design.v <==
`timescale 1ns / 1ps
module alu(alu_out,zero,data,accum,alu_clk,opcode);
output [7:0] alu_out;
output zero;
input [2:0] opcode;
input [7:0] data,accum;
input alu_clk;
reg [7:0] alu_out;
parameter HLT=3'b000,    
          SKZ=3'b001,    
          ADD=3'b010,     
          ANDD=3'b011,    
          XORR=3'b100,    
          LDA=3'b101,     
          STO=3'b110,     
          JMP=3'b111;     
assign zero=!accum; 
always @(posedge alu_clk)
    begin
        casex(opcode)
            HLT: alu_out<=accum;
            SKZ: alu_out<=accum;
            ADD: alu_out<=data+accum;
            ANDD: alu_out<=data&accum;
            XORR: alu_out<=data^accum;
            LDA: alu_out<=data;
            STO: alu_out<=accum;
            JMP: alu_out<=accum;
            default: alu_out<=8'bxxxx_xxxx;
        endcase
    end
endmodule
==> flow/constraint.sdc <==
current_design alu

set clk_period 2.7
set clk_io_pct 0.2

create_clock -name clk0 -period $clk_period [get_ports {alu_clk}]

set non_clock_inputs [all_inputs -no_clocks]
set_input_delay [expr $clk_period * $clk_io_pct] -clock clk0 $non_clock_inputs
set_output_delay [expr $clk_period * $clk_io_pct] -clock clk0 [all_outputs]
==> flow/run.sh <==
#!/bin/bash
# OpenROAD 26Q1-2900-gdf79404cd8, Yosys 0.63+post, stock flow scripts
make -C /OpenROAD-flow-scripts/flow DESIGN_CONFIG=/design/flow/config.mk WORK_HOME=/design/flow/orfs finish
==> impl_metrics.yaml <==
# generated from flow reports
outcome:
  status: "finished, final reports clean"
timing:
  slew_viol_final: 0
  maxSlewHeadroom: 0.601
  period_used_share: 0.980
  fin_crit_ns: 2.65
  fmax_ghz: 0.378
  rsz0062_at_grt: "no"
  setup_viol: 0
  tightest_slew_ns: 0.584
  hold_viol_final: 0
  timing.hold.ws_ns: 0.769
routing:
  drt_wl_total_um: 2880
  antenna_cells: 0
  drtIter0Drc: 87
  first_pass_iters: 3
  drc: 0
  via_count: 1000
  wl_per_cell_um: 12.6
  vias_per_cell: 4.39
  postRouteAntennaNets: 0
synth:
  synth_flop_count: 8
  synth-xor-area-share: 0.0177
  synth_area_sq_um: 990
  ys_seq_frac: 0.162
  ys_sh_aoi: 0.293
  netlist_instances: 120
  ys_cells: 120
  fa_ha_area_frac: 0.121
  yosysWarnings: 1
  ys_area_sq_um: 990
  synth_cell_types: 37
  simple_gate_share: 0.244
  mux_share: 0.102
  syn_area_per_cell_sq_um: 8.25
  netlist_logic_family_top: "AND-OR/OR-AND gates"
setup_path:
  worst_ep_required_time_ns: 2.16
  end_kind: "output port"
  crit_fanout: 2
  startpoint_type: "input pin"
  critPathArrivalTime_ns: 2.11
  path_class: "input pin to output port"
cells_and_area:
  layout_top_cells: "clkdlybuf4s50_1, nand2_1, mux2i_1"
  lay_top_count: "clkdlybuf4s50_1"
  top_register: "alu_out"
  fillers: 666
  drive_gt1_frac: 0.0993
  final_util: 0.223
  synthToLayoutAreaGrowth_pct: 43.2
  largestRegisters: "alu_out: 8 flops"
  largest_reg_flops: 8
power:
  power.total_mw: 0.478
  power_density_nw_per_um2: 337
  ir_drop_uv: 279
  p_leak_nw: 0.570
floorplan:
  fp-row-count: 29
  fp-utilization: 0.156
  fp.dieH_um: 101
  die-area_sq_um: 10200
  die_w_um: 101
  coreArea_sq_um: 6350
  pin_count: 29
global_routing:
  antenna_found_initial: 0
  grt_start_max_net_pins: 35
  grt_pass1_wl_um: 4570
  grt_pass1_vias: 929
  grt-ovfl-total: 0
  grt_use_total: 0.0541
  use_met3: 0.0166
  top_usage_layer: "met2"
  gr-usage-met2: 0.0914
  grtUsageMet1: 0.0682
clock_tree:
  cts.clk_slew.worst_paths_ns: 0.04
  clock_path_buffers: 2
  cts-root-buf: "clkbuf_8"
  h-tree-depth: 1
  cts_tree: "yes"
  clock-sinks: 8
  cts_buffers: 3
  ctsHoldBuffers: 0
hold_path:
  hold_path_depth: 3
  hold_path_startpoint: "accum[1]"
  min-delay-path-class: "input pin to flip-flop"
  min_to: "alu_out[1]"
placed_design:
  gp_congestion: 0.825
  hpwl_um: 2320
  io_buffers: 28
run:
  cap_violations: 0
  warnings: 25
## worst max path at each step
stage / from / endpoint / slack (ns) / cells past startpoint
4_1_cts: accum[2] / zero / 0.007 / 4
5_1_grt: accum[5] / zero / 0.003 / 4
6_report: accum[5] / zero / 0.05 / 4
## logic make-up after synthesis
| group | after synthesis |
|---|---|
| XOR/XNOR | 2 |
| multiplexers | 10 |
| AND/OR/NAND/NOR | 41 |
| buffers and inverters | 9 |
| flip-flops | 8 |
| adder cells (fa/ha/maj) | 9 |
| AND-OR/OR-AND | 41 |
## area by class of cell
| cell class | instances | area, sq um | share of cell area |
|---|---|---|---|
| clock buffer | 3 | 41.3 | 0.0291 |
| inverter | 1 | 3.75 | 0.00265 |
| multi-input combinational | 103 | 777 | 0.548 |
| sequential | 8 | 160 | 0.113 |
| tap | 77 | 96.3 | 0.0680 |
| timing repair buffer | 36 | 339 | 0.239 |
## critical path, stage by stage
cell and delay [ns]:
clkdlybuf4s50_1 0.43, or4_1 0.52, nor2_2 0.12, clkdlybuf4s50_1 0.48
## through the flow
stage / cells / worst slack [ns] / area (sq um) / TNS (ns)
4_1_cts: 228 / 0.00714 / 1420 / 0
3_3_place_gp: 225 / -0.0907 / 1370 / -0.0907
2_1_floorplan: 120 / 0.851 / 990 / 0
3_5_place_dp: 225 / -0.0660 / 1370 / -0.0660
6_report: 228 / 0.0536 / 1420 / 0
5_1_grt: 228 / 0.00342 / 1420 / 0
## routing by layer
metal / routed length [um] / share of wire / vias to the layer above
li1: - / - / 525
met2: 1320 / 0.46 / 17
met3: 214 / 0.074 / 2
met5: 0 / 0 / -
met4: 14 / 0.0049 / 0
met1: 1320 / 0.46 / 456
## cell usage after synthesis
| cell type | instances | area share |
|---|---|---|
| a2111o_1 | 1 | 0.011 |
| a2111oi_0 | 1 | 0.0089 |
| a211o_1 | 1 | 0.0089 |
| a211oi_1 | 6 | 0.046 |
| a21o_1 | 2 | 0.015 |
| a21oi_1 | 6 | 0.030 |
| a311o_1 | 2 | 0.020 |
| a311oi_1 | 2 | 0.018 |
| buf_2 | 2 | 0.010 |
| buf_6 | 3 | 0.034 |
| clkbuf_1 | 3 | 0.011 |
| dfxtp_1 | 8 | 0.16 |
| fa_1 | 1 | 0.020 |
| ha_1 | 8 | 0.10 |
| inv_1 | 1 | 0.0038 |
| mux2_1 | 1 | 0.011 |
| mux2i_1 | 9 | 0.091 |
| nand2_1 | 15 | 0.057 |
| nand2b_1 | 3 | 0.019 |
| nand3_1 | 4 | 0.020 |
| nand3b_1 | 1 | 0.0076 |
| nand4_1 | 1 | 0.0063 |
| nor2_1 | 2 | 0.0076 |
| nor2b_1 | 3 | 0.019 |
| nor3b_1 | 7 | 0.053 |
| nor4b_2 | 2 | 0.030 |
| o211a_1 | 3 | 0.030 |
| o211ai_1 | 3 | 0.023 |
| o21a_1 | 1 | 0.0076 |
| o21ai_0 | 6 | 0.030 |
| o21ai_1 | 3 | 0.015 |
| o21bai_1 | 1 | 0.0076 |
| o22a_1 | 1 | 0.0089 |
| o22ai_1 | 2 | 0.013 |
| or3b_1 | 1 | 0.0089 |
| or4_1 | 2 | 0.015 |
| xor2_1 | 2 | 0.018 |
## power by group
group / internal [mW] / leakage (nW) / total, mW / switching [mW]
logic: 0.112 / 0.481 / 0.203 / 0.0911
clock network: 0.0962 / 0.0216 / 0.138 / 0.0423
registers: 0.134 / 0.0675 / 0.137 / 0.00302
total: 0.342 / 0.570 / 0.478 / 0.136
## what timing repair did
item | CTS | global route
setup endpoints to repair | 1 | 1
pin swaps | 1 | 1
setup buffers | 0 | 0
gates resized | 5 | 1
Power is estimated from default activity; no workload was simulated.
