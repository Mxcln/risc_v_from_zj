==> ./config.mk <==
export PLATFORM = sky130hd
export DESIGN_NAME = ram
export DESIGN_NICKNAME = ram
export VERILOG_FILES = /design/flow/design.v
export SDC_FILE = /design/flow/constraint.sdc
export NUM_CORES = 4
export LEC_CHECK = 1
export CORE_UTILIZATION = 50
export SYNTH_MEMORY_MAX_BITS = 65536
==> ./constraint.sdc <==
current_design ram

set clk_period 115.0
set clk_io_pct 0.2

create_clock -name clk0 -period $clk_period [get_ports {write}]

set non_clock_inputs [all_inputs -no_clocks]
set_input_delay [expr $clk_period * $clk_io_pct] -clock clk0 $non_clock_inputs
set_output_delay [expr $clk_period * $clk_io_pct] -clock clk0 [all_outputs]
==> ./design.v <==
`timescale 1ns / 1ps
module ram(data,addr,read,write,ena);
    output [7:0] data;
    input [9:0] addr;
    input read,write,ena;
    reg [7:0] ram [10'h3ff: 0];
    assign data=(read && ena)?ram[addr]:8'hzz;
    always @(posedge write)
        begin
        ram[addr]<=data;
        end
endmodule
==> ./run.sh <==
#!/bin/bash
# OpenROAD 26Q1-2900-gdf79404cd8, Yosys 0.63+post, stock flow scripts
make -C /OpenROAD-flow-scripts/flow DESIGN_CONFIG=/design/flow/config.mk WORK_HOME=/design/flow/orfs finish
==> CHANGELOG.md <==
## Flow update

* Cell Type Count at 63
* Fillers at 46660
* Biggest register: ram
* Tool warnings at 64
* Max_cap viols at 0
* Synth warn at 2
* Area grow syn2layout at 11.5%
* First-pass GRT wire length at 1230000 um
* WHS Path Cells at 7
* Core area at 0.629 mm2
* Yosys synthesis chip area at 0.317 mm2
* Fmax at 18.3 MHz
* Core Rows at 291
* Placed insts at 24727
* Max FFs per register at 8192
* Reg2Reg Setup Slack at 107.52 ns
* Cells in synth_stat.txt at 16815
* GRT Residual Overflow at 0
* Hold Path Sink: ram[356][3]
* Worst EP required at 92.00 ns
* Postcts setup bufs at 0
* Antenna violations before repair at 64
* Die width at 798 um
* Detail Route Antenna Nets at 0
* Crit Reg-Reg Startpoint: ram[204][4]
* Hold-fix buffers at CTS at 0
* Setup TNS at 0 ns
* Clk ins delay skew pair at 1.18 ns
* Total Wirelength at 870000 um
* DRT Pass-1 Iters at 5
* Final non-filler cell total at 26291
* Final setup violation count at 0
* DRC at 0
* Crit path arrival time at 31.65 ns
* Cycle use final at 0.475
* Min-delay src: ram[263][3]
* Worst R2R End: ram[534][4]
* CTS HTree Levels at 6
* FP Util at 0.503
* DP HPWL at 532000 um
* Top flop regs: ram: 8192 flops
* Vias post-DR at 158907
* Largest net degree at the start of global routing at 145
* Number of global-route vias before repair at 167672
* CP startpoint kind: primary input
* CTS max path bufs at 4
* Slew margin rel. at 0.182
* PortBufs at 18
* Final hold violations at 0
* Clk sink count at 8192
* Post-synth regs at 8192
* Slew @ Worst Pin at 1.22 ns
* Maximum fanout along the worst path at 82
* IO Count at 21
* Met2 Wirelength at 397000 um
* Slew Viols, Final at 0
* Status: finished, final reports clean
* Met3 wire length at 158000 um
* CTS clk-pin slew, worst paths at 0.06 ns
* Leak Pwr at 116 nW
* Final instance area at 0.353 mm2
* EDFF count, synth at 8192
* R2R cell count at 13
* CP Class: in2out
* Die ar. at 0.636 mm2
* Overall Power at 0.00639 W
* Avg Cell Area, Syn at 18.8 um2
* CP Capture Type: output port
* P per Cell Area at 18.1 mW/mm2
* Max layer used: met5
* Ys flop type: edfxtp_1
* Share of layout cells above drive strength 1 at 0.140
* Crit path time final at 54.65 ns
* Post-CTS sizing at 0
* CTS tree: done
* Via-per-instance ratio at 6.04
* Die height at 798 um
* Synth Seq Share at 0.777
* Cell Area, Synth at 0.317 mm2
* GPL Wtd Cong at 0.915
* M1 WL at 278000 um
* Clock Skew at 0.0686 ns
* Ys async rst share at 0
* Wirelength per Cell at 33.1 um
* Peak VDD IR at 17.4 uV
* HP Class: reg2reg
* Overall Global Routing Usage at 0.308
* RSZ-0062 raised after global routing: false
* Cts bufs inserted at 816
* Root Driver: clkbuf_16
* Placed inst area at 0.328 mm2
* Post-synthesis cell count at 16815
* Initial drt markers at 9915
how the worst max path moves through the flow:
stage           start       to
finish        addr[1]  data[4]
global route  addr[0]  data[4]
CTS           addr[0]  data[4]
layer usage:
metal  global-route usage  vias up
met5               0.0283        -
met4               0.0962      115
met3                0.237     1579
met2                0.424     8062
met1                0.405    80141
li1                     -    69010
cell families after synthesis:
group                  synth area share
multiplexers                      0.140
flip-flops                        0.777
AND-OR/OR-AND                    0.0367
AND/OR/NAND/NOR                  0.0304
buffers and inverters            0.0158
cell usage after synthesis, drive strengths merged (108+ instances only):
| master | instances | area share |
|---|---|---|
| nor4 | 158 | 0.0031 |
| nand3 | 163 | 0.0026 |
| nand2 | 173 | 0.0021 |
| edfxtp | 8192 | 0.78 |
| mux2i | 2759 | 0.087 |
| clkbuf | 477 | 0.0057 |
| nor2 | 1517 | 0.018 |
| buf | 618 | 0.010 |
| o21ai | 127 | 0.0020 |
| o22ai | 986 | 0.019 |
| nor3 | 136 | 0.0022 |
| a211oi | 114 | 0.0027 |
| mux4 | 726 | 0.052 |
| a21oi | 108 | 0.0017 |
power breakdown:
part / leakage [nW] / switching (W) / internal (W)
registers: 74.1 / 0.000000476 / 0.00345
logic: 29.6 / 0.000354 / 0.0000920
clock network: 12.1 / 0.00110 / 0.00140
total: 116 / 0.00146 / 0.00494
metrics by stage:
stage	worst slack [ns]	hold slack (ns)	util
floorplan	51.79	15.47	-
global placement	60.47	1.35	0.521
detailed placement	60.47	1.37	0.521
CTS	60.46	1.40	0.561
global route	60.10	1.49	0.561
finish	60.35	1.42	0.561
worst max-delay path, cell delays in order:
cell,delay [ns]
buf_16,0.21
buf_4,0.54
buf_4,0.58
buf_12,0.50
buf_4,0.61
buf_12,0.47
mux2i_1,0.30
o22ai_1,0.15
nor4_1,0.58
nand3_1,0.36
nand3_1,0.29
nand4_1,0.52
a311oi_1,0.99
nand4_1,1.11
clkdlybuf4s50_1,0.86
layout make-up:
cell class | instances | area (um2) | share of cell area
multi-input cells | 7526 | 66100 | 0.187
clock buffers | 1074 | 21600 | 0.0612
clock inverters | 402 | 3310 | 0.00937
repair buffers | 657 | 5370 | 0.0152
well taps | 8350 | 10400 | 0.0296
diodes | 88 | 220 | 0.000624
flip-flops and latches | 8192 | 246000 | 0.697
inverters | 2 | 15.0 | 0.0000425
layout by cell type, fill, tap and decap left out, types with 31 or more instances in the layout:
| cell type | instances |
|---|---|
| clkbuf_1 | 247 |
| o2111ai_1 | 96 |
| o22a_1 | 50 |
| nand3_1 | 159 |
| clkinv_1 | 212 |
| edfxtp_1 | 8192 |
| mux2i_1 | 2759 |
| nand2_1 | 145 |
| nor2_1 | 1511 |
| a21oi_1 | 108 |
| o221ai_1 | 40 |
| nor3_1 | 136 |
| clkbuf_16 | 827 |
| a211oi_1 | 113 |
| mux2_2 | 31 |
| buf_4 | 611 |
| o21ai_0 | 126 |
| bufinv_16 | 34 |
| a22oi_1 | 85 |
| nor4_1 | 157 |
| clkinv_2 | 102 |
| diode_2 | 88 |
| o22ai_1 | 986 |
| mux4_2 | 726 |
| o211ai_1 | 66 |
Power is estimated from default activity; no workload was simulated.
